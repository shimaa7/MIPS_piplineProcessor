**/design/flow/run.sh**
```bash
#!/bin/bash
# OpenROAD 26Q1-2900-gdf79404cd8, Yosys 0.63+post, stock flow scripts
make -C /OpenROAD-flow-scripts/flow DESIGN_CONFIG=/design/flow/config.mk WORK_HOME=/design/flow/orfs finish
```
**/design/flow/config.mk**
```make
export PLATFORM = sky130hd
export DESIGN_NAME = registerFile
export DESIGN_NICKNAME = registerFile
export VERILOG_FILES = /design/flow/design.v
export SDC_FILE = /design/flow/constraint.sdc
export NUM_CORES = 4
export LEC_CHECK = 1
export CORE_UTILIZATION = 40
```
**/design/flow/constraint.sdc**
```tcl
current_design registerFile

set clk_period 6.8
set clk_io_pct 0.2

create_clock -name clk0 -period $clk_period [get_ports {clk}]

set non_clock_inputs [all_inputs -no_clocks]
set_input_delay [expr $clk_period * $clk_io_pct] -clock clk0 $non_clock_inputs
set_output_delay [expr $clk_period * $clk_io_pct] -clock clk0 [all_outputs]
```
**/design/flow/design.v**
```verilog
module registerFile (input wrEnable, input [4:0] wrReg, input [31:0] wrData, input [4:0] rdReg1, output reg [31:0] rdData1 = 0, input [4:0] rdReg2, output reg [31:0] rdData2 = 0, input clk);
	reg [31:0] regFile [0:31];
initial 
begin
	regFile[0] <=0 ;regFile[1]<=1 ;regFile[2]<=2;regFile[3]<=3;
	regFile[4]<=4; regFile[5]<=5; regFile[6]<=6; regFile[7]<=7;
	regFile[8]<=8; regFile[9]<=9;regFile[10]<=10;regFile[11]<=11;
	regFile[12]<=12;regFile[13]<=13;regFile[14]<=14;regFile[15]<=15;
	regFile[16]<=16;regFile[17]<=17;regFile[18]<=18;regFile[19]<=19;
	regFile[20]<=20;regFile[21]<=21;regFile[22]<=22;regFile[23]<=23;
	regFile[24]<=24;regFile[25]<=25;regFile[26]<=26;regFile[27]<=27;
	regFile[28]<=28;regFile[29]<=29;regFile[30]<=30;regFile[31]<=31;
end
        always @ (*)
begin
	 rdData1 <= regFile[rdReg1];
	 rdData2 <= regFile[rdReg2];
end
	always @(negedge clk) begin if (wrEnable) begin regFile[wrReg] <= wrData; end end
endmodule
```
==> impl_metrics.env <==
# implementation run metrics
export IMPL_final_setup_worst_slack_ns=-0.123
export IMPL_dp_cells=5118
export IMPL_drv_slew=0
export IMPL_min_path_type="input port to primary output"
export IMPL_lay_top_count="inv_1"
export IMPL_cp_buffers_inverters=1
export IMPL_tritoncts_num_sinks=1024
export IMPL_warning_count=1030
export IMPL_worst_setup_path_end_kind="primary output"
export IMPL_failed_checks="negative setup slack"
export IMPL_grt_pass1_vias=38100
export IMPL_core_area_um2=120000
export IMPL_startpoint_type="flip-flop"
export IMPL_ys_ff=1024
export IMPL_grt_max_degree=75
export IMPL_powerDensity_nw_per_um2=278
export IMPL_syn_to_final_growth_pct=27.9
export IMPL_hold_buffers=0
export IMPL_yosys_area_um2=48800
export IMPL_cap_viol_max_count=0
export IMPL_hold_start="rdReg2[1]"
export IMPL_finalPower_mw=17.3
export IMPL_status="finished with violations"
export IMPL_netlist_area_um2=48800
export IMPL_vdd_ir_drop_max_mv=0.253
export IMPL_ios=113
export IMPL_die_h_um=351
export IMPL_fp_dieW_um=351
export IMPL_layout_drive_gt1_share=0.149
export IMPL_place_congestion=0.927
export IMPL_cts_tree="yes"
export IMPL_leakage_nw=27.1
export IMPL_stdcell_count=6333
export IMPL_placementRows=127
export IMPL_grt_pass1_wl_um=223000
export IMPL_regMostFlops="regFile"
export IMPL_yosysCellCount=3387
export IMPL_fp_util=0.405
export IMPL_die_area_um2=123000
export IMPL_yosysWarnings=1
export IMPL_wl_per_cell_um=24.1
export IMPL_largest_register_ff_count=1024
export IMPL_worstPathCellList="mux2i_1, a22o_1, nor3_2, a31oi_2, nand3_2, buf_2"
export IMPL_finalSetupViolations=22
export IMPL_final_core_util=0.518
export IMPL_drt_iter0_markers=2203
export IMPL_rsz0062_at_grt="true"
export IMPL_synth_cell_type_count=24
export IMPL_max_slew_worst_pin_slew_ns=1.13
export IMPL_yosysSeqAreaShare=0.631
export IMPL_clk_pin_slew_ns=0.03
export IMPL_htreeDepth=3
export IMPL_hold_viol_final=0
export IMPL_max_slew_margin=0.248
export IMPL_drt_pass1_iter_count=5
export IMPL_clock_path_buffers=3
export IMPL_worstPathRequired_ns=5.44
export IMPL_post_synth_top_area_cell="edfxtp_1"
export IMPL_path_class="flip-flop to primary output"
export IMPL_top_regs="regFile x1024"
export IMPL_vias=34900
export IMPL_startpoint="regFile[7][9]$_DFFE_NP_"
export IMPL_critical_path_slowest_cell="edfxtp_1"
export IMPL_critical_path_arrival_ns=5.56
export IMPL_via_per_inst=5.51
export IMPL_drc=0
export IMPL_worst_hold_slack_ns=3.68
export IMPL_topCellsByArea="edfxtp_1, mux2i_1, a22oi_1"
export IMPL_netlist_instances=3387
export IMPL_cp_top_family="AND-OR/OR-AND gates"
export IMPL_wl_um=152000
export IMPL_port_buffers=112
export IMPL_critPathMaxFanout=2
export IMPL_netlist_area_leader_share=0.631
export IMPL_root_buffer="clkbuf_16"
export IMPL_cpPeakStageDelay_ns=0.37
export IMPL_cts_inserted_buffers=113
export IMPL_lay_top_cells="inv_1, edfxtp_1, mux2i_1, nand2_1, a22oi_1"
export IMPL_grt_overflow=0
export IMPL_antenna_found_initial=3
export IMPL_avgSynthCellArea_um2=14.4
export IMPL_grt_usage=0.267
export IMPL_dp_hpwl_um=90800
export IMPL_antenna_left=0
-- power breakdown --
part | internal [mW] | switching, mW | total, mW | leakage (nW)
sequential | 7.08 | 0.0309 | 7.11 | 9.22
clock | 4.82 | 4.00 | 8.82 | 7.47
combinational | 0.531 | 0.886 | 1.42 | 10.4
total | 12.4 | 4.92 | 17.3 | 27.1
-- per-layer routing --
metal / part of all wire / vias up / GRT usage / wire length [um]
met5: 0.00091 / - / 0.00118 / 138
met4: 0.037 / 6 / 0.118 / 5620
met3: 0.13 / 288 / 0.172 / 20000
met2: 0.45 / 1819 / 0.369 / 68600
met1: 0.38 / 16900 / 0.338 / 58100
li1: - / 15900 / - / -
-- tightest hold or removal path: cells and delay by family --
family | cells | cell delay (ns)
and+or+nand+nor | 2 | 0.20
AOI/OAI and AO/OA | 1 | 0.11
muxes | 1 | 0.21
buffers and inverters | 2 | 0.32
-- cell usage after synthesis --
cell type  count
mux2i_1     1024
or3b_2         3
buf_4         52
edfxtp_1    1024
nand3_1      194
or3_1          1
and2_1         2
buf_2         80
a22o_1       128
clkbuf_4       4
inv_1          1
nor2b_1        4
a31oi_1       64
buf_6         37
nand2_1      195
a21oi_1      192
or2_2          2
nand3b_1       5
nand2b_1       4
nor2_1        35
clkbuf_1      73
buf_1          7
a22oi_1      192
nor3_1        64
-- repair_timing --
action / CTS / global route
setup buffers: 5 / 2
pin swaps: 151 / 91
gates resized: 414 / 25
gates cloned: 0 / 0
setup endpoints to repair: 64 / 62
endpoints found under the hold margin: 0 / 0
-- stage by stage --
step | TNS (ns) | setup slack (ns) | cell area (um^2)
3_3_place_gp | -0.0371 | -0.0355 | 53500
2_1_floorplan | -159.40 | -0.394 | 48800
5_1_grt | -4.49 | -0.214 | 62400
6_report | -1.21 | -0.123 | 62400
3_5_place_dp | -0.0228 | -0.0200 | 53500
4_1_cts | -1.83 | -0.155 | 62300
-- cell type report --
type,instances,area [um^2]
fill,9795,58100
sequential,1024,30700
multi-input combinational,2109,18200
clock inverter,1115,4920
timing repair buffer,354,3560
clock buffer,117,2930
tap,1612,2020
antenna,2,5.00
-- cell families after synthesis --
group,Yosys count,share of synthesized area
AND-OR/OR-AND,576,0.0805
flip-flops,1024,0.631
buffers and inverters,254,0.0316
multiplexers,1024,0.210
AND/OR/NAND/NOR,509,0.0472
-- path summary, 6_finish.rpt --
path | end | slack [ns] | cells after the start
setup / recovery | rdData1[9] | -0.12 | 6
hold / removal | rdData2[25] | 3.68 | 6
Power and IR drop assume default switching activity.
