==> flow/design.v <==
module IDEX(clock,Flush,WB,M,EX,DataA,DataB,imm_value,RegRs,RegRt,RegRd,ShiftAmount,FlushReg,WBreg,Mreg,EXreg,DataAreg,DataBreg,imm_valuereg,RegRsreg,RegRtreg,RegRdreg,ShiftAmountReg); 
    input clock; 
    input Flush;
    input  [1:0] WB; 
    input [1:0] M; 
    input [4:0] EX; 
    input [4:0] RegRs,RegRt,RegRd; 
    input [31:0] DataA,DataB,imm_value; 
    input [4:0] ShiftAmount;
    output reg [1:0] WBreg; 
    output reg [1:0] Mreg; 
    output reg [4:0] EXreg; 
    output reg[4:0] RegRsreg,RegRtreg,RegRdreg; 
    output reg[31:0] DataAreg,DataBreg,imm_valuereg; 
    output reg FlushReg;
    output reg [4:0] ShiftAmountReg = 0;
    always@(posedge clock) 
    begin 
        FlushReg <= Flush;
        WBreg <= WB; 
        Mreg <= M; 
        EXreg <= EX; 
        DataAreg <= DataA; 
        DataBreg <= DataB; 
        imm_valuereg <= imm_value; 
        RegRsreg <= RegRs; 
        RegRtreg <= RegRt; 
        RegRdreg <= RegRd; 
        ShiftAmountReg <= ShiftAmount;
    end 
endmodule 
==> flow/run.sh <==
#!/bin/bash
# OpenROAD 26Q1-2900-gdf79404cd8, Yosys 0.63+post, stock flow scripts
make -C /OpenROAD-flow-scripts/flow DESIGN_CONFIG=/design/flow/config.mk WORK_HOME=/design/flow/orfs finish
==> flow/config.mk <==
export PLATFORM = sky130hd
export DESIGN_NAME = IDEX
export DESIGN_NICKNAME = IDEX
export VERILOG_FILES = /design/flow/design.v
export SDC_FILE = /design/flow/constraint.sdc
export NUM_CORES = 4
export LEC_CHECK = 1
export CORE_AREA = 10 10 134 134
export DIE_AREA = 0 0 144 144
==> flow/constraint.sdc <==
current_design IDEX

set clk_period 1.0
set clk_io_pct 0.2

create_clock -name clk0 -period $clk_period [get_ports {clock}]

set non_clock_inputs [all_inputs -no_clocks]
set_input_delay [expr $clk_period * $clk_io_pct] -clock clk0 $non_clock_inputs
set_output_delay [expr $clk_period * $clk_io_pct] -clock clk0 [all_outputs]
==> impl_metrics.env <==
# source this file to load flow results
export IMPL_status="finished, violations left"
export IMPL_violations="negative setup slack"
export IMPL_io_pins=253
export IMPL_portBuffers=252
export IMPL_crit_type="reg -> out"
export IMPL_cts_buffer_depth=2
export IMPL_grt_pass1_vias=2080
export IMPL_yosys_area_share_simple=0
export IMPL_rows=45
export IMPL_leakage_nw=2.35
export IMPL_top_area_cell="dfxtp_1"
export IMPL_routed_wl_um=9050
export IMPL_nMultiInputCombCells=0
export IMPL_setup_ws_ns=-0.0226
export IMPL_yosysSeqAreaShare=1.00
export IMPL_clk_pin_slew_ns=0.05
export IMPL_synth_cells=126
export IMPL_max_cap_violations=0
export IMPL_hold_buffers=0
export IMPL_fillers=1479
export IMPL_fp_dieH_um=144
export IMPL_yosys_warnings=1
export IMPL_crit_buf_inv=1
export IMPL_area_growth_pct=110
export IMPL_mux_share=0
export IMPL_antenna_found_initial=1
export IMPL_min_from="DataA[23]"
export IMPL_grt_overflow=0
export IMPL_end_kind="output pin"
export IMPL_dpl_hpwl_um=7350
export IMPL_arrival_ns=0.82
export IMPL_regArea_um2=2550
export IMPL_numSynthFlops=126
export IMPL_dp_cells=566
export IMPL_routabilityCongestion=0.740
export IMPL_die_w_um=144
export IMPL_finalMaxSlewViolations=0
export IMPL_critical_path_slowest_cell="dfxtp_2"
export IMPL_maxSlewHeadroom=0.882
export IMPL_finalHoldViolCount=0
export IMPL_fmax_mhz=978
export IMPL_cts_tree="built"
export IMPL_core_um2=15100
export IMPL_whs_path_depth=1
export IMPL_period_needed_ns=1.02
export IMPL_die_area_um2=20700
export IMPL_period_used=1.02
export IMPL_ys_chip_area_um2=2520
export IMPL_hold_end="DataAreg[23]$_DFF_P_"
export IMPL_rsz0062_at_grt="true"
export IMPL_wire_per_inst_um=15.1
export IMPL_drt_pass1_iter_count=4
export IMPL_combGateArea_um2=0
export IMPL_h_tree_depth=4
export IMPL_synth_area_top_cells="dfxtp_1 (100%)"
export IMPL_tns_ns=-0.315
export IMPL_fin_area_um2=5300
export IMPL_grt_start_max_net_pins=17
export IMPL_cts_sinks=126
export IMPL_drive_gt1_frac=0.437
export IMPL_grt_usage=0.0815
export IMPL_ys_sh_aoi=0
export IMPL_drt_iter0_drc=32
export IMPL_crit_required_ns=0.80
export IMPL_critPathMaxFanout=1
export IMPL_power_density_nw_per_um2=2270
export IMPL_path_cells="buf_2"
export IMPL_hold_path_class="in -> reg"
export IMPL_grt_pass1_wl_um=12600
export IMPL_drcViolationCount=0
export IMPL_final_util=0.350
export IMPL_yosys_cells=126
export IMPL_tightest_slew_ns=0.177
export IMPL_top_area_frac=1.00
export IMPL_syn_avg_cell_area_um2=20.0
export IMPL_place_area_um2=5280
export IMPL_adder_share=0
export IMPL_synth_area_um2=2520
export IMPL_synthXorXnorAreaFrac=0
export IMPL_slowest_delay_ns=0.31
export IMPL_ys_types=1
export IMPL_cts_setup_buffers=0
export IMPL_warnings=27
export IMPL_ant_nets=0
export IMPL_ir_worst_vdd_v=0.00153
export IMPL_cts_inserted_buffers=17
export IMPL_root_buffer="clkbuf_16"
export IMPL_dp_slack_ns=-0.0291
export IMPL_routed_via_count=1949
export IMPL_worstSetupStartpointType="flop"
export IMPL_initCoreUtil=0.167
export IMPL_critPathTopFamily="flip-flops"
export IMPL_via_per_inst=3.25
export IMPL_finalNonFillerCells=599
export IMPL_setup_viol=42
-- synth_stat cells (all sizes together) --
master  count
dfxtp     126
-- where the power goes --
group	internal (mW)	switching [mW]	total, mW	leakage [nW]
logic	0.596	0.124	0.720	0.997
clock network	3.91	2.06	5.98	0.288
registers	5.30	0.0547	5.36	1.06
-- layout by cell type (no fill, tap or decap) --
master,n
clkdlybuf4s50_1,126
buf_2,122
dfxtp_1,104
dfxtp_2,22
clkbuf_16,17
clkbuf_8,4
clkinv_2,4
buf_6,4
clkinvlp_4,3
bufinv_16,2
diode_2,1
clkinv_4,1
clkbuf_1,1
-- repair_timing --
action                                 4_1_cts  5_1_grt
endpoints found under the hold margin        0        0
pin swaps                                    0        0
setup endpoints to repair                  126      126
gates cloned                                 0        0
resized                                    406       15
-- how the worst max path moves through the flow --
stage | depth (start not counted) | from | endpoint | slack, ns
5_1_grt | 1 | DataBreg[12]$_DFF_P_ | DataBreg[12] | -0.07
4_1_cts | 1 | DataAreg[29]$_DFF_P_ | DataAreg[29] | -0.06
6_report | 1 | DataBreg[9]$_DFF_P_ | DataBreg[9] | -0.02
-- through the flow --
step | hold slack (ns) | total power [mW]
2_1_floorplan | 0.228 | 5.39
3_3_place_gp | 0.649 | 6.44
3_5_place_dp | 0.652 | 6.45
4_1_cts | 0.211 | 12.3
5_1_grt | 0.203 | 12.6
6_report | 0.233 | 12.1
-- cells by family (layout without fill, tap and decap cells) --
kind of cell	count (synthesis)	in the layout
buffers and inverters	0	284
DFF	126	126
other	0	1
-- registers in the layout, summed over array words and instances, names as in the netlist --
register,count
WBreg,2
FlushReg,1
RegRdreg,5
DataBreg,32
RegRtreg,5
ShiftAmountReg,5
DataAreg,32
imm_valuereg,32
EXreg,5
Mreg,2
RegRsreg,5
-- area by class of cell --
cell class | count | area share
timing repair buffer | 252 | 0.362
antenna | 1 | 0.000472
sequential | 126 | 0.481
clock buffer | 22 | 0.0914
clock inverter | 10 | 0.0210
tap | 188 | 0.0444
-- metal layers --
layer,share of wire,global-route usage,up-vias
met1,0.35,0.0823,862
li1,-,-,937
met4,0.012,0.0124,0
met2,0.48,0.131,144
met3,0.16,0.0659,6
met5,0,0,-
Power is estimated from default activity; no workload was simulated.
